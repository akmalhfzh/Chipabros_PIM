==> ./design.v <==
module simple_riscv_cpu #( parameter RESET_ADDR = 32'h0000_0000 ) (
    input wire clk, input wire resetn,
    output reg mem_valid, output reg mem_instr, input wire mem_ready,
    output reg [31:0] mem_addr, output reg [31:0] mem_wdata, output reg [3:0] mem_wstrb, input wire [31:0] mem_rdata,
    output reg trace_valid, output reg [35:0] trace_data
);
    localparam CPU_RESET=0, CPU_FETCH=1, CPU_DECODE=2, CPU_EXECUTE=3, CPU_MEMORY=4, CPU_RETIRE=5;
    reg [2:0] cpu_state;
    reg [31:0] pc, next_pc, instr, alu_out, alu_a, alu_b;
    reg [31:0] regs [0:31];
    integer i;
    wire [6:0] opcode = instr[6:0]; wire [4:0] rd = instr[11:7], rs1 = instr[19:15], rs2 = instr[24:20];
    wire [2:0] funct3 = instr[14:12];
    wire [31:0] imm_i = {{20{instr[31]}}, instr[31:20]};
    wire [31:0] imm_s = {{20{instr[31]}}, instr[31:25], instr[11:7]};
    wire [31:0] imm_u = {instr[31:12], 12'b0};
    wire [31:0] imm_j = {{11{instr[31]}}, instr[31], instr[19:12], instr[20], instr[30:21], 1'b0};
    wire [31:0] imm_b = {{19{instr[31]}}, instr[31], instr[7], instr[30:25], instr[11:8], 1'b0};
    initial for(i=0; i<32; i=i+1) regs[i]=0;
    always @(posedge clk or negedge resetn) begin
        if (!resetn) begin cpu_state<=CPU_RESET; pc<=RESET_ADDR; mem_valid<=0; end
        else begin
            case (cpu_state)
                CPU_RESET: begin mem_valid<=0; cpu_state<=CPU_FETCH; end
                CPU_FETCH: begin
                    if (!mem_valid) begin mem_valid<=1; mem_instr<=1; mem_addr<=pc; mem_wstrb<=0; end
                    if (mem_valid && mem_ready) begin
                        instr<=mem_rdata; mem_valid<=0; cpu_state<=CPU_DECODE;
                    end
                end
                CPU_DECODE: begin
                    alu_a <= regs[rs1];
                    case (opcode)
                        7'b0000011: alu_b <= imm_i;   
                        7'b0010011: alu_b <= imm_i;   
                        7'b0100011: alu_b <= imm_s;   
                        default:    alu_b <= regs[rs2];  
                    endcase
                    case (opcode)
                        7'b1101111: next_pc <= pc + imm_j;   
                        7'b1100011: next_pc <= pc + 4;        
                        default:    next_pc <= pc + 4;
                    endcase
                    cpu_state <= CPU_EXECUTE;
                end
                CPU_EXECUTE: begin
                    case (opcode)
                        7'b0110111: begin alu_out<=imm_u; cpu_state<=CPU_RETIRE; end
                        7'b0010011: begin alu_out<=alu_a+alu_b; cpu_state<=CPU_RETIRE; end
                        7'b0000011: begin mem_valid<=1; mem_instr<=0; mem_addr<=alu_a+alu_b; mem_wstrb<=0; cpu_state<=CPU_MEMORY; end
                        7'b0100011: begin mem_valid<=1; mem_instr<=0; mem_addr<=alu_a+alu_b; mem_wdata<=regs[rs2]; mem_wstrb<=4'b1111; cpu_state<=CPU_MEMORY; end
                        7'b1101111: begin alu_out<=pc+4; cpu_state<=CPU_RETIRE; end
                        7'b1100011: begin
                            case (funct3)
                                3'b000: next_pc <= (alu_a == regs[rs2]) ? pc+imm_b : pc+4;  
                                3'b001: next_pc <= (alu_a != regs[rs2]) ? pc+imm_b : pc+4;  
                                3'b100: next_pc <= ($signed(alu_a) < $signed(regs[rs2])) ? pc+imm_b : pc+4;  
                                3'b101: next_pc <= ($signed(alu_a) >= $signed(regs[rs2])) ? pc+imm_b : pc+4;  
                                3'b110: next_pc <= (alu_a < regs[rs2]) ? pc+imm_b : pc+4;   
                                3'b111: next_pc <= (alu_a >= regs[rs2]) ? pc+imm_b : pc+4;  
                                default: next_pc <= pc+4;
                            endcase
                            cpu_state <= CPU_RETIRE;
                        end
                        default: begin alu_out<=alu_a+alu_b; cpu_state<=CPU_RETIRE; end
                    endcase
                end
                CPU_MEMORY: begin
                    if (mem_valid && mem_ready) begin
                        mem_valid<=0;
                        if (opcode==7'b0000011) begin alu_out<=mem_rdata; end
                        cpu_state<=CPU_RETIRE;
                    end
                end
                CPU_RETIRE: begin
                    if (rd!=0 && opcode!=7'b0100011 && opcode!=7'b1100011) regs[rd]<=alu_out;
                    pc<=next_pc; cpu_state<=CPU_FETCH;
                end
            endcase
            regs[0]<=0;
        end
    end
endmodule
==> ./run.sh <==
#!/bin/bash
# OpenROAD 26Q1-2900-gdf79404cd8, Yosys 0.63+post, stock flow scripts
make -C /OpenROAD-flow-scripts/flow DESIGN_CONFIG=/design/flow/config.mk WORK_HOME=/design/flow/orfs finish
==> ./config.mk <==
export PLATFORM = sky130hd
export DESIGN_NAME = simple_riscv_cpu
export DESIGN_NICKNAME = simple_riscv_cpu
export VERILOG_FILES = /design/flow/design.v
export SDC_FILE = /design/flow/constraint.sdc
export NUM_CORES = 4
export LEC_CHECK = 1
export CORE_UTILIZATION = 40
==> ./constraint.sdc <==
current_design simple_riscv_cpu

set clk_period 17.8
set clk_io_pct 0.2

create_clock -name clk0 -period $clk_period [get_ports {clk}]

set non_clock_inputs [all_inputs -no_clocks]
set_input_delay [expr $clk_period * $clk_io_pct] -clock clk0 $non_clock_inputs
set_output_delay [expr $clk_period * $clk_io_pct] -clock clk0 [all_outputs]
==> impl_metrics.toml <==
# yosys + openroad results
[worst_setup_path]
ff2ff_setup_slack_ps = 10460
endpoint_kind = "flop"
regToRegStartpoint = "instr[22]$_DFFE_PP_"
start_kind = "flop"
critPathRequiredTime_ps = 18330
r2r-end = "next_pc[30]$_DFFE_PP_"
path_class = "flop to flop"
arrival_ps = 7870
r2r_cells = 20
crit_fanout = 46

[final_timing]
max_slew_margin_pct = 28.2
rsz0062_at_grt = "false"
tns_ps = 0
fin_skew_ps = 35.3
finalMaxSlewViolations = 0
post-route-period-util_pct = 41.2
period_needed_ps = 7340
final_hold_viol_count = 0
tightest_slew_ps = 1080
fmax_mhz = 136
finalSetupViolations = 0

[outcome]
status = "finished clean"

[yosys]
ys_cells = 4163
simple_gate_share_pct = 7.37
ys_area_um2 = 57300
mux_area_share_pct = 1.28
synth_area_um2 = 57300
synth_cell_types = 77
adder_share_pct = 2.59
xor_share_pct = 1.48
synth-edff-count = 1218
yosys_warnings = 39
synth_seq_share_pct = 65.5
synthCells = 4163
top_logic_kind = "AND-OR/OR-AND gates"
async_reset_ff_share_pct = 3.10
synth-main-ff-cell = "edfxtp_1"
ys_ff = 1257
aoi_share_pct = 19.0
syn_area_per_cell_um2 = 13.8

[global_route]
grt_max_degree = 57
antenna_found_initial = 12
grt_pass1_vias = 45800
grt_pass1_wl_um = 356000
grt_overflow_total = 0
track_usage_pct = 38.4

[clock_network]
ctsResizeCount = 0
cts_setup_buffers = 0
path_clk_slew_ps = 60
root_buffer = "clkbuf_16"
cts_sinks = 1257
hold_buffers = 0
h-tree-depth = 4
cts_made_buffers = 137
worstSkewPairLatency_ps = 800
cts_tree = "built"
cts_max_path_buffers = 3

[detailed_routing]
vias = 45300
firstDrtPassIters = 11
antenna_left = 0
drc = 0
post_drt_wl_per_cell_um = 41.3
viasPerCell = 7.15
routed_wl_um = 261000
drt-initial-drc-count = 5778

[layout]
seqCellArea_um2 = 37600
drive_above_1_share_pct = 13.0
area_growth_pct = 15.3
logic_area_um2 = 19000
final_core_util_pct = 46.6
n_fill_cell = 12100

[pwr]
clkPwrFrac_pct = 45.9
powerDensity_nw_per_um2 = 93.1
intPower_mw = 4.86
p_sw_mw = 1.29
switching_share_pct = 21.0
ir_drop_mv = 0.112
power_frac_comb_pct = 1.7
p_leak_nw = 21.6
share_seq_of_total_power_pct = 52.3

[die]
die_area_um2 = 145000
coreArea_um2 = 142000
ios = 142
core_util_floorplan_pct = 40.4
die_w_um = 380
num_rows = 138
die_h_um = 380

[placement]
hpwl_um = 156000
routabilityCongestion = 1.04
port_buffers = 104

[hold_path]
holdPathStages = 0
min_path_type = "flop to flop"
min_from = "cpu_state[2]$_DFF_PN0_"
hold_end = "cpu_state[5]$_DFF_PN0_"

[flow_run]
cap_violations = 0
tool_warnings = 33
## layout by cell type, fill, tap and decap left out, drive strengths merged, types with 64 or more instances in the layout
cell type      netlist  layout
a222oi              64      64
edfxtp            1218    1218
nand2              111     111
xnor2               65      65
nand4              113     113
a21oi              133     133
inv                 74      82
nand3              182     182
o21ai               77      77
buf                 63     191
a22o               156     156
clkbuf             243     171
a22oi              616     616
clkdlybuf4s50        0     103
a221oi             164     164
ha                 114     114
nor2               197     197
## through the flow
step	std cells	instance area, um2	power [mW]	hold slack, ps	setup slack (ps)
2_1_floorplan	4200	57400	3.35	367	10910
3_3_place_gp	6078	61700	3.39	406	10730
3_5_place_dp	6078	61700	3.39	403	10800
4_1_cts	6324	66100	6.16	421	10800
5_1_grt	6326	66100	6.27	437	10380
6_report	6333	66100	6.15	421	10460
## state kept, by name (all words and copies together) (netlist names)
signal     flops
instr         32
regs         992
mem_valid      1
next_pc       32
mem_wstrb      1
alu_out       32
mem_instr      1
alu_a         32
cpu_state      6
mem_addr      32
mem_wdata     32
alu_b         32
pc            32
## metal layers
layer | GRT usage (%) | vias up | share of wire, % | wire [um]
met4 | 20.9 | 68 | 8.3 | 21600
met2 | 51.5 | 4847 | 41 | 108000
li1 | - | 17600 | - | -
met3 | 32.2 | 1400 | 20 | 51600
met5 | 13.2 | - | 0.88 | 2290
met1 | 40.6 | 21400 | 30 | 78300
## critical path, stage by stage, from the launching register on
cell       delay [ps]
edfxtp_1          530
inv_1             170
nand2_1           460
nor2_4            770
buf_4             690
a22oi_1           200
nand3_1           110
or4_1             380
inv_1             170
ha_1              320
nand3_1           160
o221ai_1          120
a2111oi_0         790
nor3_1            160
nor4b_1           300
nor2_1            120
a32oi_4           200
buf_4             520
nor2_4            140
and3_1            210
or4_1             500
## cells by family (layout without fill, tap and decap cells)
| logic type | after synthesis | in the layout |
|---|---|---|
| simple gates | 821 | 821 |
| mux | 66 | 66 |
| compound gates | 1424 | 1424 |
| fa+ha+maj | 117 | 117 |
| other cells | 1 | 47 |
| buf+inv | 380 | 614 |
| flops | 1257 | 1257 |
| xor+xnor | 97 | 97 |
## synth_stat cells, drive strengths merged, types with 5 or more instances
cell type,instances,area share (%)
a2111oi,6,0.12
a211o,7,0.11
a211oi,36,0.49
a21o,32,0.42
a21oi,133,1.2
a221oi,164,2.5
a222oi,64,1.1
a22o,156,2.4
a22oi,616,8.1
a31oi,20,0.22
and2,5,0.055
and3,20,0.22
and4,7,0.11
buf,63,0.70
clkbuf,243,1.6
dfrtp,38,1.7
edfxtp,1218,64
ha,114,2.5
inv,74,0.48
mux2,56,1.1
mux2i,10,0.17
nand2,111,0.73
nand2b,26,0.28
nand3,182,1.6
nand3b,12,0.16
nand4,113,1.2
nor2,197,1.3
nor2b,15,0.16
nor3,32,0.28
o211ai,15,0.20
o21a,34,0.45
o21ai,77,0.68
o21bai,12,0.16
o221ai,7,0.12
o22ai,5,0.055
o31ai,6,0.087
or2,8,0.087
or3,31,0.34
or4,47,0.62
xnor2,65,0.99
xor2,32,0.49
## worst max path at each step
stage | start | end | slack (ps) | cells after the start
finish | instr[22]$_DFFE_PP_ | next_pc[30]$_DFFE_PP_ | 10460 | 20
CTS | instr[22]$_DFFE_PP_ | next_pc[30]$_DFFE_PP_ | 10800 | 20
global route | instr[22]$_DFFE_PP_ | next_pc[30]$_DFFE_PP_ | 10380 | 20
## final cells by class
class,instances,share of cell area (%)
antenna,9,0.0341
clock buffer,171,5.65
clock inverter,75,0.985
inverter,74,0.420
multi-input combinational,2563,28.8
sequential,1257,56.8
tap,1890,3.58
timing repair buffer,294,3.73
## power by group through the flow
stage	Combinational, mW	Clock (mW)	Sequential, mW
after CTS	0.106	2.83	3.22
after global routing	0.117	2.93	3.22
final	0.107	2.82	3.22
Power and IR drop assume default switching activity.
