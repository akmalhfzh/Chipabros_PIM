## /design/flow/run.sh

```bash
#!/bin/bash
# OpenROAD 26Q1-2900-gdf79404cd8, Yosys 0.63+post, stock flow scripts
make -C /OpenROAD-flow-scripts/flow DESIGN_CONFIG=/design/flow/config.mk WORK_HOME=/design/flow/orfs finish
```

## /design/flow/config.mk

```make
export PLATFORM = sky130hd
export DESIGN_NAME = pim_mac_engine
export DESIGN_NICKNAME = pim_mac_engine
export VERILOG_FILES = /design/flow/design.v
export SDC_FILE = /design/flow/constraint.sdc
export NUM_CORES = 4
export LEC_CHECK = 1
export CORE_UTILIZATION = 50
```

## /design/flow/constraint.sdc

```tcl
current_design pim_mac_engine

set clk_period 16.7
set clk_io_pct 0.2

create_clock -name clk0 -period $clk_period [get_ports {clk}]

set non_clock_inputs [all_inputs -no_clocks]
set_input_delay [expr $clk_period * $clk_io_pct] -clock clk0 $non_clock_inputs
set_output_delay [expr $clk_period * $clk_io_pct] -clock clk0 [all_outputs]
```

## /design/flow/design.v

```verilog
`timescale 1ps/1ps
module pim_mac_engine #(parameter BLOCK_SIZE = 16)(
    input clk, input rst_n, input start, output reg busy, output reg done, output reg [63:0] result
);
    reg [4:0] idx; reg [63:0] acc; wire [31:0] x = idx + 1; wire [31:0] w = (idx + 1) << 1;
    always @(posedge clk or negedge rst_n) begin
        if (!rst_n) begin idx <= 0; acc <= 0; busy <= 0; done <= 0; result<= 0; end
        else begin
            done <= 0;
            if (start && !busy) begin busy <= 1; idx <= 0; acc <= 0; end
            else if (busy) begin
                acc <= acc + (x * w); idx <= idx + 1;
                if (idx == BLOCK_SIZE-1) begin busy <= 0; done <= 1; result <= acc + (x * w); end
            end
        end
    end
endmodule
```

==> notes.md <==
run results: Post-CTS Repair Setup Buffers=0, Finished Core Util=59.9%, ant diodes=0, clock buffer count from CTS=17, gr ovfl total=0, Min-Delay Path Depth=2, max-cap violation count=0, share of cells above drive strength 1=6.69%, CP Capture Type=flop, post_cts resized=0, most used cell along the critical path=ha_1, Slew Viols, Final=0, fill count=1334, worst reg2reg endpoint=acc[62], Cell Area, Synth=0.00810 mm², R2R depth=23, yosys stat cell total=919, worst hold slack=0.472 ns, IO Pins=69, Synth Instances=919, main flop type=dfrtp_1, fp util=51.2%, Core Area=0.0158 mm², vias in the first global route=6502, CTS Root Cell=clkbuf_16, post-route ant nets=0, First DRT Iteration DRCs=495, Rows=46, Hold EP=result[37], # setup viols final=0, class of the most critical setup path=reg -> reg, hold_buf cts=0, initial antenna violation count=0, Sink Count=133, Setup crit start kind=flop, Tcrit/Tclk final=43.2%, Yosys chip area=0.00810 mm², CP max stage cell=a2111oi_1, setup TNS=0 ns, Worst EP required=17.00 ns, Top-area cell share=41.1%, Critical Path Fanout Max=9, Vias=6844, largest net degree at the start of global routing=63, number of enable flip-flop cells=0, status=finished, final reports clean, Worst Hold Class=reg -> reg, Max-slew headroom=44.0%, Residual DRC=0, Fmax=0.139 GHz, drt total wl=20500 µm, synth cell count leaders=nand2_1, dfrtp_1, o21ai_0, TritonCTS clock tree=done, All-Layer GR Usage=26.8%, Clock transition at path regs=0.06 ns, CP bufs+invs=2, asr flop ratio synth=100%, CP arrival=7.51 ns, vias per cell=5.76, Avg WL per Cell=17.2 µm, R2R Setup Slk=9.49 ns, TritonRoute pass-1 iters=5, H-tree depth=4, mean post-synth cell area=8.82 µm², endpoints failing hold=0, Final GP Congestion=0.876, worst r2r src=idx[0], distinct lib cells=68, Critical Path Max Stage Delay=0.68 ns, post-synth top area cell=dfrtp_1, Tightest Pin Transition=0.840 ns, Seq/Total Area, Yosys=41.1%, synth warn=1, Buffers on Ports=67, largest cells by area after synthesis=dfrtp_1, nand2_1, xnor2_1, ha_1, o21ai_0, min-delay src=result[37], DIE HEIGHT=129 µm, die area=0.0167 mm², clock buffer depth=2, crit-path cells=ha_1, and3_1, ha_1, nor2_1, fa_1, inv_1, fa_1, inv_1, fa_1, ha_1, and3b_1, o21a_1, o21ai_0, a21boi_0, nor4_1, a311o_1, ha_1, nand4_1, or3_1, or3_1, a2111oi_1, o21ai_0, mux2_2, Setup Skew=0.00818 ns, detailed placer's ending HPWL=13700 µm, Registers, synthesis=133, RSZ-0062 raised after global routing=false, Insertion Delay late pin=0.41 ns, Largest delay share family, worst path=adder cells, OpenROAD warnings=28, most common cell in the netlist=nand2_1, Final min period=7.21 ns, area grow syn2layout=17.0%, die x size=129 µm, global-route wire length before repair=33700 µm
==> registers in the layout, indices dropped and copies added, names as in the netlist <==
register / flops
idx: 5
result: 63
busy: 1
done: 1
acc: 63
==> tightest hold or removal path, delay by kind of cell (launching register included) <==
family           cells  cell delay, ns
flip-flops           1            0.34
AND-OR/OR-AND        1            0.06
AND/OR/NAND/NOR      1            0.04
==> metrics by stage <==
step	setup WS [ns]	std cells	instance area [µm²]
global placement	9.82	1157	8930
CTS	9.56	1188	9480
detailed placement	9.61	1157	8930
floorplan	10.05	921	8110
finish	9.49	1188	9480
global route	9.03	1188	9480
==> kinds of logic after synthesis <==
kind of cell / count (synthesis) / synth area share, %
xor+xnor: 50 / 5.41
mux: 25 / 3.21
compound gates: 223 / 18.1
buf+inv: 97 / 4.62
simple gates: 354 / 21.2
other cells: 1 / 0.0463
fa+ha+maj: 36 / 6.30
flops: 133 / 41.1
==> worst max path at each step <==
stage | from | depth (start not counted) | to | slack (ns)
global route | idx[0] | 23 | acc[58] | 9.03
finish | idx[0] | 23 | acc[62] | 9.49
CTS | idx[0] | 22 | acc[62] | 9.56
==> routing by layer <==
layer  wire, µm  track usage, %
met4        309            4.08
met3       1130            5.68
met5          0               0
met1       9710            41.4
met2       9310            41.1
==> cells in the final DEF, fill, tap and decap left out, types with 8 or more instances in the layout <==
| cell type | count |
|---|---|
| nand2_1 | 139 |
| dfrtp_1 | 132 |
| o21ai_0 | 66 |
| clkdlybuf4s50_1 | 66 |
| nor2_1 | 52 |
| xnor2_1 | 41 |
| inv_1 | 37 |
| a31oi_1 | 34 |
| nand3_1 | 34 |
| a21oi_1 | 29 |
| nor3_1 | 28 |
| ha_1 | 28 |
| mux2i_1 | 17 |
| clkbuf_16 | 17 |
| nand4_1 | 16 |
| o21a_1 | 14 |
| or3_1 | 14 |
| and3_1 | 13 |
| nor4_1 | 13 |
| buf_4 | 13 |
| a22o_1 | 11 |
| xor2_1 | 9 |
| and2_1 | 8 |
| and4_1 | 8 |
| mux2_2 | 8 |
| fa_1 | 8 |
==> cell type report <==
cell class	count	area [µm²]	area share, %
repair buffers	80	769	8.12
inverters	37	139	1.47
clock inverters	10	109	1.15
clock buffers	21	440	4.65
multi-input cells	691	4420	46.6
well taps	216	270	2.85
flip-flops and latches	133	3330	35.1
