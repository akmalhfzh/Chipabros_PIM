File: design/flow/design.v
module cpu_to_axi #(
    parameter DATA_WIDTH = 512,
    parameter ADDR_WIDTH = 32,
    parameter ID_WIDTH = 8
)(
    input  wire clk,
    input  wire rst_n,
    input  wire        mem_valid, input wire mem_instr,
    output wire        mem_ready,  
    input  wire [31:0] mem_addr,
    input  wire [31:0] mem_wdata, input wire [3:0]  mem_wstrb,
    output reg  [31:0] mem_rdata,
    output reg [ID_WIDTH-1:0] m_axi_awid, output reg [ADDR_WIDTH-1:0] m_axi_awaddr, output reg [7:0] m_axi_awlen, output reg [2:0] m_axi_awsize, output reg [1:0] m_axi_awburst, output reg m_axi_awvalid, input wire m_axi_awready,
    output reg [DATA_WIDTH-1:0] m_axi_wdata, output reg [DATA_WIDTH/8-1:0] m_axi_wstrb, output reg m_axi_wlast, output reg m_axi_wvalid, input wire m_axi_wready,
    input wire [ID_WIDTH-1:0] m_axi_bid, input wire [1:0] m_axi_bresp, input wire m_axi_bvalid, output reg m_axi_bready,
    output reg [ID_WIDTH-1:0] m_axi_arid, output reg [ADDR_WIDTH-1:0] m_axi_araddr, output reg [7:0] m_axi_arlen, output reg [2:0] m_axi_arsize, output reg [1:0] m_axi_arburst, output reg m_axi_arvalid, input wire m_axi_arready,
    input wire [ID_WIDTH-1:0] m_axi_rid, 
    input wire [DATA_WIDTH-1:0] m_axi_rdata, 
    input wire m_axi_ruser,  
    input wire [1:0] m_axi_rresp, input wire m_axi_rlast, input wire m_axi_rvalid, output reg m_axi_rready
);
    localparam IDLE = 0, READ_ADDR = 1, READ_DATA = 2, WRITE_ADDR = 3, WRITE_DATA = 4, WRITE_RESP = 5, HOLD_DONE = 6;
    reg [2:0] state;
    assign mem_ready = (state == HOLD_DONE);
    always @(posedge clk or negedge rst_n) begin
        if (!rst_n) begin
            state <= IDLE;
            m_axi_awvalid <= 0; m_axi_wvalid <= 0; m_axi_arvalid <= 0;
            m_axi_rready <= 0; m_axi_bready <= 0;
            m_axi_awlen <= 0; m_axi_awsize <= 2; m_axi_awburst <= 1;
            m_axi_arlen <= 0; m_axi_arsize <= 2; m_axi_arburst <= 1;
        end else begin
            case (state)
                IDLE: begin
                    if (mem_valid) begin
                        if (|mem_wstrb) begin
                            m_axi_awaddr <= {mem_addr[31:6], 6'b0}; m_axi_awvalid <= 1; state <= WRITE_ADDR;
                        end else begin
                            m_axi_araddr <= {mem_addr[31:6], 6'b0}; m_axi_arvalid <= 1; state <= READ_ADDR;
                        end
                    end
                end
                READ_ADDR: begin
                    if (m_axi_arready) begin
                        m_axi_arvalid <= 0; m_axi_rready <= 1; state <= READ_DATA;
                    end
                end
                READ_DATA: begin
                    if (m_axi_rvalid) begin
                        if (m_axi_ruser) begin
                            mem_rdata <= 32'h00000000;
                        end else begin
                            mem_rdata <= m_axi_rdata[(mem_addr[5:2]*32) +: 32];
                        end
                        m_axi_rready <= 0;
                        state <= HOLD_DONE;
                    end
                end
                WRITE_ADDR: begin
                    if (m_axi_awready) begin
                        m_axi_awvalid <= 0;
                        m_axi_wdata <= {{(DATA_WIDTH-32){1'b0}}, mem_wdata} << (mem_addr[5:2]*32);
                        m_axi_wstrb <= {{(DATA_WIDTH/8-4){1'b0}}, mem_wstrb} << (mem_addr[5:2]*4);
                        m_axi_wvalid <= 1; m_axi_wlast <= 1; state <= WRITE_DATA;
                    end
                end
                WRITE_DATA: begin
                    if (m_axi_wready) begin
                        m_axi_wvalid <= 0; m_axi_bready <= 1; state <= WRITE_RESP;
                    end
                end
                WRITE_RESP: begin
                    if (m_axi_bvalid) begin
                        m_axi_bready <= 0; state <= HOLD_DONE;
                    end
                end
                HOLD_DONE: begin
                    if (!mem_valid) state <= IDLE;
                end
            endcase
        end
    end
endmodule
File: design/flow/run.sh
#!/bin/bash
# OpenROAD 26Q1-2900-gdf79404cd8, Yosys 0.63+post, stock flow scripts
make -C /OpenROAD-flow-scripts/flow DESIGN_CONFIG=/design/flow/config.mk WORK_HOME=/design/flow/orfs finish
File: design/flow/config.mk
export PLATFORM = sky130hd
export DESIGN_NAME = cpu_to_axi
export DESIGN_NICKNAME = cpu_to_axi
export VERILOG_FILES = /design/flow/design.v
export SDC_FILE = /design/flow/constraint.sdc
export NUM_CORES = 4
export LEC_CHECK = 1
export CORE_AREA = 10 10 510 510
export DIE_AREA = 0 0 520 520
File: design/flow/constraint.sdc
current_design cpu_to_axi

set clk_period 17.5
set clk_io_pct 0.2

create_clock -name clk0 -period $clk_period [get_ports {clk}]

set non_clock_inputs [all_inputs -no_clocks]
set_input_delay [expr $clk_period * $clk_io_pct] -clock clk0 $non_clock_inputs
set_output_delay [expr $clk_period * $clk_io_pct] -clock clk0 [all_outputs]
==> results.toml <==
# yosys + openroad results
[status]
status = "completed"

[die]
io_pins = 1332
die_y_microns = 520
initial_core_util_pct = 11.8
rows = 183
fp.coreArea_sq_mm = 0.249
die_w_microns = 520
die-area_sq_mm = 0.270

[min_path]
hold_depth = 1
worstHoldStart = "state[4]$_DFF_PN0_"
hold_class = "reg2reg"
hold_path_end = "m_axi_arvalid$_DFFE_PN0P_"

[drt]
drtPass1Iterations = 5
via_count = 21600
first_iter_violations = 1450
routed_wl_microns = 173000
avgRoutedWirePerCell_microns = 26.0
ant_nets = 0
remaining_drc_errors = 0
viasPerCell = 3.25

[power]
irDropWorstVdd_mv = 0.0697
p_leak_nw = 16.9
p_per_area_mw_per_mm2 = 81.0
total_power_mw = 3.92

[worst_setup_path]
r2r-end = "m_axi_wdata[281]$_SDFFCE_PN0P_"
critPathMaxFanout = 118
cp.arrival_ns = 7.61
cp-end-kind = "flip-flop"
critPathLaunchType = "input port"
worstReg2RegStart = "state[6]$_DFF_PN0_"
regToRegSetupSlack_ns = 13.56
required_ns = 17.81
critPathKind = "in2reg"
r2r_cells = 5

[global_routing]
grt_pass1_wl_microns = 222000
grt_max_degree = 119
overflow = 0
track_usage_pct = 12.5
antenna_found_initial = 72
grt_pass1_vias = 22600

[synth]
syn_area_per_cell_sq_um = 14.9
async_flop_share_pct = 1.79
edf_count = 660
ys_seq_share_pct = 68.5
yosys-stat-area_sq_mm = 0.0294
ys_ff = 672
yosys-stat-cells = 1968
ys.warnings.count = 17
flop_cell = "edfxtp_1"
synth_area_sq_mm = 0.0294
synthCells = 1968
ys_types = 38

[placement]
place_inst = 6476
port_buffers = 1252
place_area_sq_mm = 0.0457
gp_congestion = 0.971
dp.final_hpwl_microns = 140000

[layout]
final_cell_mix = "1240 x clkdlybuf4s50_1, 660 x edfxtp_1, 578 x and2_1"
drive_above_1_share_pct = 7.91
design_area_sq_mm = 0.0484
final_cells = 6650
final_common_cell = "clkdlybuf4s50_1"
syn_to_final_growth_pct = 64.6

[clock_network]
htree_levels = 3
cts.reportedPaths.clkPinSlew_ns = 0.06
clockRootBuffer = "clkbuf_16"
cts_buffer_depth = 3
cts_setup_buffers = 0
tritoncts = "yes"
cts_resized = 0
cts.sinks = 672
worstSkewPairLatency_ns = 0.70
cts-buffers-inserted = 78
holdBufCountCts = 0

[final_timing]
finalCritPeriodShare_pct = 41.7
setup_viol = 0
fin_setup_tns_ns = 0
holdWs_ns = 0.489
slew_headroom_pct = 37.6
max_slew.worst_pin.slew_ns = 0.932
finalHoldViolCount = 0
finalClockSkew_ns = 0.0373
rsz0062_at_grt = "false"
drv_slew = 0
max_freq_mhz = 137
period_needed_ns = 7.30

[run]
drv_cap = 0
tool_warnings = 53
## worst max-delay path: stages
cell and delay (ns):
clkdlybuf4s50_1 0.88, and3_4 0.75, buf_4 0.53, buf_4 0.47
buf_4 0.61, buf_12 0.47
## final cells by class
cell class	instances	area, sq um
Sequential cell	672	20100
Fill cell	26600	200000
Timing Repair Buffer	1326	13100
Clock inverter	54	563
Tap cell	3330	4170
Inverter	6	22.5
Antenna cell	34	85.1
Clock buffer	86	1980
Multi-Input combinational cell	1142	8360
## flip-flops by register name, summed over array words and instances (netlist names)
register	count
m_axi_awaddr	26
mem_rdata	32
m_axi_wdata	512
m_axi_araddr	26
m_axi_awvalid	1
m_axi_wstrb	64
m_axi_bready	1
state	7
m_axi_wvalid	1
m_axi_rready	1
m_axi_arvalid	1
## cell usage after synthesis, types with 8 or more instances
cell type  instances  share of area, %
edfxtp_1         660                67
and2_1           578                12
mux2i_1          193               6.6
clkbuf_1         103               1.3
a22oi_1           96               2.5
buf_4             61               1.6
nand2_1           40              0.51
nand2b_1          36              0.77
nand3_1           33              0.56
mux4_2            32               2.5
o21ai_1           32              0.55
buf_6             19              0.73
buf_2             11              0.19
dfrtp_1           11              0.94
nor2_1             8              0.10
## stage by stage
stage          setup WS, ns  util, %
2_1_floorplan          6.63        -
3_3_place_gp           9.56     18.4
3_5_place_dp           9.48     18.4
4_1_cts               10.25     19.4
5_1_grt               10.01     19.4
6_report              10.20     19.4
## worst max path at each step
stage | startpoint | endpoint | slack [ns] | cells past startpoint
CTS | rst_n | m_axi_wdata[124]$_SDFFCE_PP0P_ | 10.25 | 6
global route | rst_n | m_axi_wdata[124]$_SDFFCE_PP0P_ | 10.01 | 6
finish | rst_n | m_axi_wdata[281]$_SDFFCE_PN0P_ | 10.20 | 6
## power breakdown
part	switching (mW)	internal, mW
sequential	0.0126	1.80
combinational	0.231	0.236
clock	0.720	0.919
## cells by family after synthesis
kind of cell | count (synthesis) | synth area share (%)
simple gates | 720 | 15.1
mux | 227 | 9.11
buf+inv | 207 | 4.05
compound gates | 140 | 3.27
other cells | 2 | 0.0256
flops | 672 | 68.5
## routing by layer
layer / wire length [microns] / track usage, % / vias to the layer above
li1: - / - / 9551
met1: 66500 / 15.2 / 10400
met2: 80100 / 20.0 / 1432
met3: 21000 / 6.33 / 228
met4: 5290 / 2.84 / 16
met5: 107 / 0.0702 / -
Power is estimated from default activity; no workload was simulated.
